[design/flow/config.mk]
export PLATFORM = sky130hd
export DESIGN_NAME = dependency_check_block
export DESIGN_NICKNAME = dependency_check_block
export VERILOG_FILES = /design/flow/design.v
export SDC_FILE = /design/flow/constraint.sdc
export NUM_CORES = 4
export LEC_CHECK = 1
export CORE_UTILIZATION = 40
[design/flow/constraint.sdc]
current_design dependency_check_block

set clk_period 2.7
set clk_io_pct 0.2

create_clock -name clk0 -period $clk_period [get_ports {clk}]

set non_clock_inputs [all_inputs -no_clocks]
set_input_delay [expr $clk_period * $clk_io_pct] -clock clk0 $non_clock_inputs
set_output_delay [expr $clk_period * $clk_io_pct] -clock clk0 [all_outputs]
[design/flow/design.v]
`timescale 1ns / 1ps
module dependency_check_block(mux_sel_a,mux_sel_b,imm_sel,imm,mem_en_dec,mem_rw_dec,mem_mux_sel_dec,RW_dec,op_dec,ins,clk,reset);
output reg [7:0]imm;
output reg [4:0]op_dec;
output [4:0]RW_dec;
output [1:0]mux_sel_a,mux_sel_b;
output imm_sel,mem_rw_dec,mem_mux_sel_dec,mem_en_dec;
input [19:0]ins;
input clk,reset;
wire ld_st,temp_imm,temp1,temp2,temp3,temp4,temp5,temp7,temp8,temp9,temp10,nor1,comp1,comp2,comp3,comp4,comp5,comp6,D1,D2,D3,D4;
wire [14:0] extend,temp6;
reg [4:0] reg1,reg2,reg3,reg4,reg5,r1;
reg Q1,Q2,Q3,Q4;
and(ld_st,ins[19],~ins[18],ins[17],~ins[16]);  
and(temp_imm,~ins[19],ins[18]);					  
and(temp1,ins[19],~ins[18],ins[17],~ins[16],~ins[15],~Q4);	
and(temp2,ins[19],ins[18],ins[17]);
and(temp3,ins[19],ins[18],~ins[17],~ins[16],~ins[15]);
nor(nor1,temp2,temp3,Q4);	
assign temp6 = ins[14:0]&extend;  
assign extend[14:0]=(nor1==1)?15'b111111111111111:15'b000000000000000;	 
and(temp4,ins[15],~Q1);    
and(temp5,ld_st,~Q2);	  
and(mem_mux_sel_dec,~Q1,Q2);	 
assign comp1=(reg2==reg1)?1:0;
assign comp2=(reg3==reg1)?1:0;
assign comp3=(reg4==reg1)?1:0;
assign comp4=(reg2==reg5)?1:0;
assign comp5=(reg3==reg5)?1:0;
assign comp6=(reg4==reg5)?1:0;
and(temp7,~comp1,comp2);
and(temp8,~comp1,~comp2,comp3);
and(temp9,~comp4,comp5);
and(temp10,~comp4,~comp5,comp6);
assign mux_sel_a=((comp1==1'b1)?2'b01:((temp7==1'b1)?2'b10:((temp8==1'b1)?2'b11:2'b00)));
assign mux_sel_b=((comp4==1'b1)?2'b01:((temp9==1'b1)?2'b10:((temp10==1'b1)?2'b11:2'b00)));
assign D1=temp4;
assign D2=temp5;
assign D3=temp_imm;
assign D4=temp1;
assign mem_en_dec=Q2;
assign mem_rw_dec=Q1;
assign imm_sel=Q3;
assign RW_dec=r1;
always@(posedge clk) 
begin
		if(reset==1)	 
		begin
				Q1<=D1;		 
				Q2<=D2;		 
				Q3<=D3;		 
				Q4<=D4;		 
				imm[4:0]<=ins[4:0];		 
				imm[7:5]<=3'b000;			 
				op_dec<=ins[19:15];		 
				reg1<=temp6[9:5];			 
				r1<=temp6[14:10];			 
				reg2<=r1;					 
				reg3<=reg2;					 
				reg4<=reg3;					 
				reg5<=temp6[4:0];			 
		end
		else		 
		begin
				Q1<=0;
				Q2<=0;
				Q3<=0;
				Q4<=0;
				imm[7:0]<=8'b00000000;
				op_dec<=5'b00000;
				reg1<=5'b00000;
				r1<=5'b00000;
				reg2<=5'b00000;
				reg3<=5'b00000;
				reg4<=5'b00000;
				reg5<=5'b00000;
		end
end
endmodule  
[design/flow/run.sh]
#!/bin/bash
# OpenROAD 26Q1-2900-gdf79404cd8, Yosys 0.63+post, stock flow scripts
make -C /OpenROAD-flow-scripts/flow DESIGN_CONFIG=/design/flow/config.mk WORK_HOME=/design/flow/orfs finish
==> out/qor.csv <==
stage;metric;value;unit
status;outcome;completed;
logic_synthesis;ys_seq_frac;0.538;
logic_synthesis;syn_area;1640;sq um
cells_and_area;logic_area;728;sq um
logic_synthesis;yosysChipArea;1640;sq um
drt;totalWireLength;2.83;mm
drt;firstDrtPassIters;4;
clock_tree;cts_tree;built;
die;die_w;66.0;microns
critical_path;timing.rr.end;reg1[0];
min_path;min_from;Q2;
logic_synthesis;synthMostInstantiatedCell;dfxtp_1;
logic_synthesis;top_area_frac;0.538;
placement;port_buffers;44;
clock_tree;clock_tree.buffer_depth;2;
critical_path;r2r-start;Q4;
critical_path;critPathKind;reg2out;
final_timing;setup_viol;0;
clock_tree;cts.sinks;44;
grt;grt_pass1_wl;4.72;mm
pwr;p_sw_frac;0.224;
logic_synthesis;yosys_warnings;1;
logic_synthesis;ys.flops;44;
cells_and_area;fin_util;0.581;
pwr;combPwrFrac;0.135;
placement;hpwl;2.10;mm
pwr;p_sw;0.291;mW
critical_path;cp.arrival;1820;ps
logic_synthesis;yosysUniqueCellTypes;21;
logic_synthesis;edf_count;0;
die;die_area;4350;sq um
pwr;p_int;1.01;mW
logic_synthesis;yosys_most_used_dff;dfxtp_1;
critical_path;cp.required;2160;ps
clock_tree;holdBufCountCts;0;
pwr;seq_power_share;0.539;
final_timing;worst_pin_slew;724;ps
critical_path;critPathTopFamily;buffers and inverters;
drt;drt_iter0_markers;56;
pwr;p_per_area;589;nW/um^2
drt;route.vias.total;1100;
cells_and_area;layout-drive-gt1-share;0.0667;
critical_path;rrSetupSlack;1780;ps
die;floorplan.core_util;0.431;
cells_and_area;fillers;327;
critical_path;cpPeakStageDelay;450;ps
logic_synthesis;syn_inst;146;
clock_tree;cts_max_level;2;
die;die_h;66.0;microns
drt;n_antenna_cell;0;
grt;grt_pass1_vias;1051;
grt;grt_max_degree;27;
critical_path;reg2regPathDepth;3;
final_timing;timing.setup.tns;0;ps
final_timing;slew_headroom;0.516;
drt;wl_per_cell;11.7;microns
cells_and_area;area_delta_synth_final;34.8;%
pwr;leakagePower;0.901;nW
final_timing;fin_worst_skew;1.77;ps
critical_path;worstSetupPathDepth;5;
grt;overflow;0;
final_timing;fin_hold_ws;439;ps
critical_path;cp_cell_sequence;xnor2_1 -> nand3_1 -> nor3_2 -> o32a_1 -> clkdlybuf4s50_1;
logic_synthesis;avgSynthCellArea;11.2;sq um
critical_path;crit_path_end_kind;output port;
clock_tree;post_cts_buffers;0;
job;tool_warnings;25;
clock_tree;clock.latency.late_pin;290;ps
final_timing;finalMaxSlewViolations;0;
logic_synthesis;async_flop_share;0;
min_path;holdPathStages;1;
die;core-area;3800;sq um
pwr;ir_drop;0.401;mV
final_timing;period_used_share;0.875;
critical_path;cp_slowest_cell;clkdlybuf4s50_1;
job;maxCapViolations;0;
drt;via_per_inst;4.53;
clock_tree;post_cts_resized;0;
clock_tree;clk_pin_slew;80;ps
final_timing;rsz0062_at_grt;no;
die;ios;48;
min_path;min_path_type;reg2reg;
logic_synthesis;synthTopCellsByArea;dfxtp_1 (54%), and2_1 (13%), xnor2_1 (8.6%);
critical_path;cp-startpoint;reg5[0];
die;fp-row-count;22;
critical_path;critPathLaunchType;flop;
drt;drc;0;
drt;ant_nets;0;
cells_and_area;seqCellArea;881;sq um
grt;grt_antenna_before_repair;0;
logic_synthesis;ys_cells;146;
logic_synthesis;synth_area_leader_cell;dfxtp_1;
placement;gp_congestion;0.830;
pwr;p_total;1.30;mW
clock_tree;cts-root-buf;clkbuf_8;
final_timing;fmax;423;MHz
logic_synthesis;common_cells;dfxtp_1 (44), and2_1 (35), xnor2_1 (16);
pwr;pwr-share-clk;0.326;
critical_path;cp_max_fo;3;
critical_path;crit_path_end;mux_sel_b[1];
final_timing;hold_violations;0;
clock_tree;tritoncts.num_buffers;5;
grt;track_usage;0.146;
critical_path;path_buffers;1;
final_timing;period_minus_slack;2360;ps
==> logic make-up (layout without fill, tap and decap cells) <==
family	Yosys count	after routing	synth area share
flip-flops	44	44	0.538
XOR/XNOR	30	30	0.160
AND-OR/OR-AND	6	6	0.0382
other	1	3	0.00229
buffers and inverters	6	53	0.0221
AND/OR/NAND/NOR	59	59	0.239
==> final cells by class <==
class	count	area share
Clock inverter	1	0.00340
Timing Repair Buffer	44	0.200
Inverter	1	0.00170
Sequential cell	44	0.399
Clock buffer	7	0.0391
Multi-Input combinational cell	98	0.330
Tap cell	48	0.0272
==> power by group through the flow <==
stage / combinational (mW) / sequential (mW) / clock [mW]
4_1_cts: 0.178 / 0.701 / 0.434
5_1_grt: 0.196 / 0.705 / 0.467
6_report: 0.176 / 0.701 / 0.423
==> per-stage QoR <==
stage | setup WS (ps) | area [sq um] | std cells
after global placement | 622 | 2110 | 235
after floorplan | 1250 | 1650 | 148
final | 339 | 2210 | 243
after global routing | 202 | 2210 | 243
after detailed placement | 539 | 2110 | 235
after CTS | 332 | 2210 | 243
==> layout by cell type (no fill, tap or decap) <==
cell,n
o32a_1,2
o21bai_1,1
nor2_1,1
o32ai_1,2
nor2b_1,8
nor3_1,1
clkbuf_1,1
xor2_1,14
clkbuf_8,6
xnor2_1,16
nor3_2,4
and2_1,35
clkinvlp_4,1
dfxtp_1,44
nand3_1,6
nand4bb_1,1
clkdlybuf4s50_1,44
conb_1,3
and3_1,2
nor2_8,1
a31o_4,1
inv_1,1
==> flip-flops by register name (all words and copies together) (netlist names), 5 cells and up <==
signal,flops
imm,5
op_dec,5
r1,5
reg1,5
reg2,5
reg3,5
reg4,5
reg5,5
==> worst min path at each step <==
stage	to	slack, ps
after global routing	Q2	470
final	Q2	440
after CTS	Q2	440
==> per-layer routing <==
layer / wire, microns / track usage / share of wire / vias up
met1: 1350 / 0.220 / 0.48 / 510
met5: 0 / 0 / 0 / -
met3: 145 / 0.0385 / 0.051 / 8
met4: 56 / 0.0266 / 0.020 / 0
met2: 1280 / 0.219 / 0.45 / 27
li1: - / - / - / 555
Power is estimated from default activity; no workload was simulated.
