==> run.sh <==
#!/bin/bash
# OpenROAD 26Q1-2900-gdf79404cd8, Yosys 0.63+post, stock flow scripts
make -C /OpenROAD-flow-scripts/flow DESIGN_CONFIG=/design/flow/config.mk WORK_HOME=/design/flow/orfs finish
==> config.mk <==
export PLATFORM = sky130hd
export DESIGN_NAME = microprocessor
export DESIGN_NICKNAME = microprocessor
export VERILOG_FILES = /design/flow/design.v
export SDC_FILE = /design/flow/constraint.sdc
export NUM_CORES = 4
export LEC_CHECK = 1
export CORE_UTILIZATION = 40
==> constraint.sdc <==
current_design microprocessor

set clk_period 9.0
set clk_io_pct 0.2

create_clock -name clk0 -period $clk_period [get_ports {clk}]

set non_clock_inputs [all_inputs -no_clocks]
set_input_delay [expr $clk_period * $clk_io_pct] -clock clk0 $non_clock_inputs
set_output_delay [expr $clk_period * $clk_io_pct] -clock clk0 [all_outputs]
==> design.v <==
`timescale 1ns / 1ps
module microprocessor(ans_ex, data_out, B_Bypass, mem_en_ex, mem_rw_ex, mem_mux_sel_ex, RW_ex,A, B, data_in, op_dec, clk, mem_en_dec, mem_rw_dec, mem_mux_sel_dec, RW_dec, reset, flag_ex);
output reg [7:0] ans_ex, data_out, B_Bypass;
output [3:0] flag_ex;
output reg mem_en_ex, mem_rw_ex, mem_mux_sel_ex;
output reg [4:0] RW_ex;
input [7:0] A, B, data_in;
input [4:0] op_dec, RW_dec;
input clk, mem_en_dec, mem_rw_dec, mem_mux_sel_dec, reset;
wire [7:0] a0, a1, a2, a3, a4, a5, a6, a7, a8, a9, a10, a11, a12, a13, a14, a15, a16, a17, a18, a19, a20, a21, a22, a23, a24, a25, a26, a27;
wire [3:0] f0, f1, f2, f3, f4, f5, f6, f7, f8, f9, f10, f11, f12, f13, f14, f15, f17, f16, f18, f19, f20, f21, f22, f23, f24, f25, f26, f27;
wire [6:0] cin1, cin2;
wire [7:0] ans_temp, B2, ans_t, B_temp;	
wire [7:0] data_out_buff, data_out_temp;	
wire [4:0] RW_dec_temp;	
wire mem_en_dec_temp, mem_rw_dec_temp, mem_mux_sel_dec_temp;
reg [3:0] flag_temp;
assign ans_temp = (op_dec==5'b00000) ? a0: 
						(op_dec==5'b00001) ? a1: 
						(op_dec==5'b00010) ? a2: 
						(op_dec==5'b00100) ? a3: 
						(op_dec==5'b00101) ? a4: 
						(op_dec==5'b00110) ? a5: 
						(op_dec==5'b00111) ? a6: 
						(op_dec==5'b01000) ? a7: 
						(op_dec==5'b01001) ? a8: 
						(op_dec==5'b01010) ? a9: 
						(op_dec==5'b01100) ? a10: 
						(op_dec==5'b01101) ? a11: 
						(op_dec==5'b01110) ? a12: 
						(op_dec==5'b01111) ? a13: 
						(op_dec==5'b10000) ? a14: 
						(op_dec==5'b10001) ? a15: 
						(op_dec==5'b10100) ? a16: 
						(op_dec==5'b10101) ? a17: 
						(op_dec==5'b10110) ? a18: 
						(op_dec==5'b10111) ? a19: 
						(op_dec==5'b11000) ? a20: 
						(op_dec==5'b11001) ? a21: 
						(op_dec==5'b11010) ? a22: 
						(op_dec==5'b11011) ? a23: 
						(op_dec==5'b11100) ? a24: 
						(op_dec==5'b11101) ? a25: 
						(op_dec==5'b11110) ? a26: 
						(op_dec==5'b11111) ? a27: 0;
assign flag_ex = (op_dec==5'b00000) ? f0: 
					  (op_dec==5'b00001) ? f1:
					  (op_dec==5'b00010) ? f2 : 
					  (op_dec==5'b00100) ? f3 : 
					  (op_dec==5'b00101) ? f4 : 
					  (op_dec==5'b00110) ? f5 : 
					  (op_dec==5'b00111) ? f6 : 
					  (op_dec==5'b01000) ? f7 : 
					  (op_dec==5'b01001) ? f8 : 
					  (op_dec==5'b01010) ? f9 : 
					  (op_dec==5'b01100) ? f10 : 
					  (op_dec==5'b01101) ? f11 : 
					  (op_dec==5'b01110) ? f12 : 
					  (op_dec==5'b01111) ? f13 : 
					  (op_dec==5'b10000) ? f14: 
					  (op_dec==5'b10001) ? f15 : 
					  (op_dec==5'b10100) ? f16 : 
					  (op_dec==5'b10101) ? f17 : 
					  (op_dec==5'b10110) ? f18 : 
					  (op_dec==5'b10111) ? f19 : 
					  (op_dec==5'b11000) ? f20 : 
					  (op_dec==5'b11001) ? f21 : 
					  (op_dec==5'b11010) ? f22 : 
					  (op_dec==5'b11011) ? f23 : 
					  (op_dec==5'b11100) ? f24 : 
					  (op_dec==5'b11101) ? f25 : 
					  (op_dec==5'b11110) ? f26 : 
					  (op_dec==5'b11111) ? f27 : 0;
assign {cin1[0], a0[0]} = A[0] + B[0];
assign {cin1[1], a0[1]} = A[1] + B[1] + cin1[0];
assign {cin1[2], a0[2]} = A[2] + B[2] + cin1[1];
assign {cin1[3], a0[3]} = A[3]+ B[3] + cin1[2];
assign {cin1[4], a0[4]} = A[4]+ B[4] + cin1[3];
assign {cin1[5], a0[5]} = A[5]+ B[5] + cin1[4];
assign {cin1[6], a0[6]} = A[6]+ B[6] + cin1[5];
assign {f0[0], a0[7]} = A[7] + B[7] + cin1[6];								 
assign f0[1] = ~(a0[0]|a0[1]|a0[2]|a0[3]|a0[4]|a0[5]|a0[6]|a0[7]);	 
assign f0[2]= f0[0] ^ cin1[6];													 
assign f0[3] = a0[0]^a0[1]^a0[2]^a0[3]^a0[4]^a0[5]^a0[6]^a0[7];		 
assign B2=~B+1'b1;
assign {cin2[0], a1[0]} = A[0] + B2[0];
assign {cin2[1], a1[1]} = A[1] + B2[1] + cin2[0];
assign {cin2[2], a1[2]} = A[2] + B2[2] + cin2[1];
assign {cin2[3], a1[3]} = A[3]+ B2[3] + cin2[2];
assign {cin2[4], a1[4]} = A[4]+ B2[4] + cin2[3];
assign {cin2[5], a1[5]} = A[5]+ B2[5] + cin2[4];
assign {cin2[6], a1[6]} = A[6]+ B2[6] + cin2[5];
assign {f1[0], a1[7]} = A[7] + B2[7] + cin2[6];								 
assign f1[1] = ~(a1[0]|a1[1]|a1[2]|a1[3]|a1[4]|a1[5]|a1[6]|a1[7]);	 
assign f1[2]= f1[0] ^ cin2[6];													 
assign f1[3] = a1[0]^a1[1]^a1[2]^a1[3]^a1[4]^a1[5]^a1[6]^a1[7];		 
assign a2 = B;
assign f2[0] = 0;																		 
assign f2[1] = ~(a2[0]|a2[1]|a2[2]|a2[3]|a2[4]|a2[5]|a2[6]|a2[7]);	 
assign f2[2] = 0;																		 
assign f2[3] = a2[0]^a2[1]^a2[2]^a2[3]^a2[4]^a2[5]^a2[6]^a2[7];		 
assign a3 = A&B;
assign f3[0] = 0;																		 
assign f3[1] = ~(a3[0]|a3[1]|a3[2]|a3[3]|a3[4]|a3[5]|a3[6]|a3[7]);	 
assign f3[2] = 0;																		 
assign f3[3] = a3[0]^a3[1]^a3[2]^a3[3]^a3[4]^a3[5]^a3[6]^a3[7];		 
assign a4 = A|B;
assign f4[0] = 0;																		 
assign f4[1] = ~(a4[0]|a4[1]|a4[2]|a4[3]|a4[4]|a4[5]|a4[6]|a4[7]);	 
assign f4[2] = 0;																		 
assign f4[3] = a4[0]^a4[1]^a4[2]^a4[3]^a4[4]^a4[5]^a4[6]^a4[7];		 
assign a5 = A^B;
assign f5[0] = 0;																		 
assign f5[1] = ~(a5[0]|a5[1]|a5[2]|a5[3]|a5[4]|a5[5]|a5[6]|a5[7]);	 
assign f5[2] = 0;																		 
assign f5[3] = a5[0]^a5[1]^a5[2]^a5[3]^a5[4]^a5[5]^a5[6]^a5[7];		 
assign a6 = ~B;
assign f6[0] = 0;																		 
assign f6[1] = ~(a6[0]|a6[1]|a6[2]|a6[3]|a6[4]|a6[5]|a6[6]|a6[7]);	 
assign f6[2] = 0;																		 
assign f6[3] = a6[0]^a6[1]^a6[2]^a6[3]^a6[4]^a6[5]^a6[6]^a6[7];		 
assign a7 = a0;
assign f7 = f0;
assign a8 = a1;
assign f8 = f1;
assign a9 = a2;
assign f9 = f2;
assign a10 = a3;
assign f10 = f3;
assign a11 = a4;
assign f11 = f4;
assign a12 = a5;
assign f12 = f5;
assign a13 = a6;
assign f13 = f6;
assign a14 = ans_ex;
assign f14 = 0;
assign a15 = ans_ex;
assign f15 = 0;
assign a16 = A;
assign f16 = flag_temp;
assign a17 = A;
assign f17 = flag_temp;
assign a18 = data_in;
assign f18[0] = 0;																				 
assign f18[1] = ~(a18[0]|a18[1]|a18[2]|a18[3]|a18[4]|a18[5]|a18[6]|a18[7]);	 
assign f18[2] = 0;																				 
assign f18[3] = a18[0]^a18[1]^a18[2]^a18[3]^a18[4]^a18[5]^a18[6]^a18[7];		 
assign a19 = ans_ex;
assign f19 = flag_temp;
assign a20 = ans_ex;
assign f20 = flag_temp;
assign a21 = A<<B;
assign f21[0] = 0;																					 
assign f21[1] = ~(a21[0]|a21[1]|a21[2]|a21[3]|a21[4]|a21[5]|a21[6]|a21[7]);		 
assign f21[2] = 0;																					 
assign f21[3] = a21[0]^a21[1]^a21[2]^a21[3]^a21[4]^a21[5]^a21[6]^a21[7];			 
assign a22 = A>>B;
assign f22[0] = 0;																					 
assign f22[1] = ~(a22[0]|a22[1]|a22[2]|a22[3]|a22[4]|a22[5]|a22[6]|a22[7]);		 
assign f22[2] = 0;																					 
assign f22[3] = a22[0]^a22[1]^a22[2]^a22[3]^a22[4]^a22[5]^a22[6]^a22[7];			 
assign a23 = (B[3:0] == 4'b0000) ?A:
				 (B[3:0] == 4'b0001) ?{A[7],A[7],A[6:1]}:
				 (B[3:0] == 4'b0010) ?{A[7],A[7],A[7],A[6:2]}:
				 (B[3:0] == 4'b0011) ?{A[7],A[7],A[7],A[7],A[6:3]}:
				 (B[3:0] == 4'b0100) ?{A[7],A[7],A[7],A[7],A[7],A[6:4]}:
				 (B[3:0] == 4'b0101) ?{A[7],A[7],A[7],A[7],A[7],A[7],A[6:5]}:
				 (B[3:0] == 4'b0110) ?{A[7],A[7],A[7],A[7],A[7],A[7],A[7],A[6]}:{A[7],A[7],A[7],A[7],A[7],A[7],A[7],A[7]};
assign f23[0] = 0;																					 
assign f23[1] = ~(a23[0]|a23[1]|a23[2]|a23[3]|a23[4]|a23[5]|a23[6]|a23[7]);		 
assign f23[2] = 0;																					 
assign f23[3] = a23[0]^a23[1]^a23[2]^a23[3]^a23[4]^a23[5]^a23[6]^a23[7];			 
assign a24 = ans_ex;
assign f24 = flag_temp;
assign a25 = ans_ex;
assign f25 = flag_temp;
assign a26 = ans_ex;
assign f26 = flag_temp;
assign a27 = ans_ex;
assign f27 = flag_temp;
assign data_out_buff = (op_dec==5'b10111 ? A : data_out);	
assign ans_t = (reset == 1) ? ans_temp : 0;
assign B_temp = (reset == 1) ? B : 0;
assign data_out_temp = (reset == 1) ? data_out_buff : 0;
assign mem_en_dec_temp = (reset == 1) ? mem_en_dec : 0;
assign mem_rw_dec_temp = (reset == 1) ? mem_rw_dec : 0;
assign mem_mux_sel_dec_temp = (reset == 1) ? mem_mux_sel_dec : 0;
assign RW_dec_temp = (reset == 1) ? RW_dec : 0;
always@(posedge clk)  
begin
		flag_temp <= flag_ex;
		ans_ex <= ans_t;
		B_Bypass <= B_temp;
		data_out <= data_out_temp;
		mem_en_ex <= mem_en_dec_temp;
		mem_rw_ex <= mem_rw_dec_temp;
		mem_mux_sel_ex <= mem_mux_sel_dec_temp;
		RW_ex <= RW_dec_temp;
end
endmodule  
==> results.py <==
# Generated from Yosys and OpenROAD reports
metrics = {
    "route": {
        "wl_microns": 26300,
        "via_per_inst": 6.57,
        "first_pass_iters": 7,
        "drtIter0Drc": 856,
        "wire_per_inst_microns": 26.0,
        "ant_nets": 0,
        "antenna_cells": 0,
        "num_vias": 6664,
        "drc": 0,
    },
    "yosys": {
        "synth_cells": 772,
        "synth_cell_types": 74,
        "synthArstFlopShare_pct": 0,
        "syn_area_sq_um": 5780,
        "yosys_area_sq_um": 5780,
        "syn_area_per_cell_sq_um": 7.49,
        "edf_count": 0,
        "ys_cells": 772,
        "ys.flops": 36,
        "flop_cell": "dfxtp_1",
        "seq_area_frac_synth_pct": 12.5,
        "yosysWarnings": 1,
    },
    "clock_tree": {
        "numCtsBuffers": 5,
        "cts_root_buf": "clkbuf_16",
        "clk_pin_slew_ns": 0.06,
        "htree_levels": 2,
        "clock_path_buffers": 2,
        "clock_sinks": 36,
        "insertion_delay_ns": 0.29,
        "hold_buffers": 0,
        "cts_tree": "done",
    },
    "sta": {
        "finalSetupViolCount": 0,
        "hold_violations": 0,
        "tightest_slew_ns": 0.927,
        "slew_viol_final": 0,
        "max_slew_margin_pct": 37.9,
        "finalWorstSetupSlack_ns": 0.200,
        "fin_crit_ns": 8.80,
        "rsz0062_at_grt": "false",
        "holdWs_ns": 0.496,
        "finalSetupTns_ns": 0,
        "fin_skew_ns": 0,
        "post-route-period-util_pct": 97.8,
        "fmaxAchievable_mhz": 114,
    },
    "grt": {
        "grt_max_degree": 42,
        "busiest_layer": "met2",
        "met2_usage_pct": 52.8,
        "met3_usage_pct": 14.3,
        "grt_pass1_vias": 6121,
        "antenna_found_initial": 0,
        "grtUsageTotal_pct": 36.5,
        "grtUsageMet1_pct": 52.1,
        "grt_pass1_wl_microns": 38800,
        "grt_overflow_total": 0,
    },
    "power_and_ir_drop": {
        "switching_power_uw": 329,
        "internal-power_uw": 496,
        "pwr-share-seq_pct": 21.4,
        "p_leak_uw": 0.00256,
        "p_clk_share_pct": 24.8,
        "p_per_area_nw_per_um2": 118,
        "pwr-share-comb_pct": 53.9,
        "swShare_pct": 39.9,
        "ir_worst_vdd_mv": 0.0932,
    },
    "critical_path": {
        "cp-end-kind": "output port",
        "critPathLaunch": "B[0]",
        "arrival_ns": 7.00,
        "crit_required_ns": 7.20,
        "regToRegStartpoint": "flag_temp[3]",
        "worstPathMaxFanout": 4,
        "timing_worst_setup_path_type": "input pin to output port",
        "cp-start-kind": "input pin",
    },
    "outcome": {
        "status": "finished clean",
    },
    "placed_design": {
        "io_buffers": 74,
        "preCtsSetupSlack_ns": -0.357,
        "dpl.cell_count": 1005,
        "hpwl_microns": 19600,
        "place_congestion": 1.03,
    },
    "floorplan": {
        "dieWidth_microns": 122,
        "fp_util_pct": 41.3,
        "coreArea_sq_um": 14000,
        "rows": 43,
        "io_pins": 75,
        "chipArea_sq_um": 14900,
        "fp.dieH_microns": 122,
    },
    "layout": {
        "lay_top_cells": "clkdlybuf4s50_1 (74), nor2_1 (65), a21oi_1 (52)",
        "stdcell_count": 1014,
        "area.growth.synth_to_final_pct": 21.1,
        "final_util_pct": 50.0,
        "layout-drive-gt1-share_pct": 11.4,
        "final_common_cell": "clkdlybuf4s50_1",
    },
    "flow_run": {
        "max_cap_violations": 0,
        "warnings": 36,
    },
    "hold_path": {
        "hp-class": "flip-flop to flip-flop",
        "worstHoldStart": "ans_ex[3]",
    },
}
[cell usage after synthesis (5+ instances only)]
cell	count	area share (%)
nor2_1	65	4.2
a21oi_1	53	4.6
clkbuf_1	51	3.3
o21ai_0	51	4.4
nand2_1	50	3.2
xnor2_1	43	6.5
dfxtp_1	36	12
inv_1	32	2.1
ha_1	30	6.5
mux2i_1	22	3.8
and2_1	21	2.3
nor2b_1	18	1.9
o22ai_1	18	1.9
o221ai_1	17	2.6
nand3_1	16	1.4
fa_1	14	4.8
nor3_1	14	1.2
a221oi_1	13	2.0
nand2b_1	12	1.3
xor2_1	11	1.7
a31oi_1	9	0.97
nor3b_1	8	1.0
o211ai_1	8	1.0
or2_2	8	0.87
a21o_1	7	0.91
nand3b_1	7	0.91
nand4_1	7	0.76
nor4_1	7	0.76
a211oi_1	6	0.78
and3_1	6	0.65
mux4_2	6	2.3
o2111ai_1	6	0.91
o31ai_1	6	0.78
or3_1	5	0.54
[flip-flops by register name (all words and copies together) (netlist names)]
signal / count
B_Bypass: 8
mem_mux_sel_ex: 1
ans_ex: 8
mem_en_ex: 1
flag_temp: 4
RW_ex: 5
data_out: 8
mem_rw_ex: 1
[layout make-up]
cell class | instances | area (sq um)
fillers | 1358 | 6990
multi-input cells | 640 | 4690
repair buffers | 118 | 1070
flip-flops and latches | 36 | 721
well taps | 180 | 225
clock buffers | 5 | 125
inverters | 32 | 120
clock inverters | 3 | 42.5
[timing repair]
action,in CTS,in global routing
pin swaps,5,15
endpoints found under the setup margin,2,2
resized,6,7
setup buffers,0,1
cloned,0,0
[path summary, 6_finish.rpt]
check	to	cells after the start	slack (ns)
max	flag_ex[3]	21	0.20
min	ans_ex[3]	1	0.50
max reg2reg	flag_temp[3]	6	7.32
min reg2reg	ans_ex[3]	1	0.50
[per-stage QoR]
stage	power (uW)	area (sq um)
after floorplan	436	5780
after global placement	602	6790
after detailed placement	601	6790
after CTS	810	6970
after global routing	861	7000
final	825	7000
[metal layers]
| metal | up-vias | share of wire [%] |
|---|---|---|
| met5 | - | 0 |
| met4 | 0 | 2.4 |
| met3 | 53 | 14 |
| met2 | 479 | 42 |
| met1 | 3157 | 42 |
| li1 | 2975 | - |
[power by group through the flow]
| stage | registers (uW) | logic [uW] | clock network [uW] |
|---|---|---|---|
| CTS | 176 | 427 | 207 |
| global route | 177 | 471 | 213 |
| finish | 176 | 444 | 204 |
[cells by family (layout without fill, tap and decap cells)]
logic type	after synthesis	in the layout	synth area share [%]
and+or+nand+nor	264	264	24.2
buffers and inverters	96	158	6.97
DFF	36	36	12.5
AOI/OAI and AO/OA	242	242	28.4
adders and majority gates	44	44	11.3
xor gates and xnor gates	58	58	9.74
muxes	32	32	6.93
[worst max-delay path, cell delays in order]
cell and delay, ns:
clkdlybuf4s50_1 0.48, inv_1 0.06, ha_1 0.29, inv_1 0.06, fa_2 0.36, fa_2 0.35
fa_2 0.35, fa_2 0.35, fa_2 0.35, fa_2 0.35, inv_2 0.06, fa_1 0.43
xnor2_1 0.20, xnor2_1 0.15, xnor2_1 0.10, buf_4 0.16, a211oi_2 0.21, nand4_1 0.11
a221oi_2 0.29, a21oi_2 0.09, clkdlybuf4s50_1 0.41
Power and IR drop assume default switching activity.
