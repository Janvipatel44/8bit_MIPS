[design/flow/design.v]
`timescale 1ns / 1ps
module Register_bank(A,B,ins,RW_dm,ans_ex,mux_ans_dm,ans_wb,imm,mux_sel_a,mux_sel_b,imm_sel,clk,reset);
output [7:0] A,B;
reg [7:0] reg_A,reg_B;
reg [7:0] membyte[0:31];
input [19:0] ins;
input [4:0] RW_dm;
input [7:0] ans_ex,mux_ans_dm,ans_wb,imm;
input [1:0] mux_sel_a,mux_sel_b;
input imm_sel,clk,reset;
initial
begin
		membyte[0]=0;
		membyte[1]=1;
		membyte[2]=2;
		membyte[3]=3;
		membyte[4]=4;
		membyte[5]=5;
		membyte[6]=6;
		membyte[7]=7;
		membyte[8]=8;
		membyte[9]=9;
		membyte[10]=10;
		membyte[11]=11;
		membyte[12]=12;
		membyte[13]=13;
		membyte[14]=14;
		membyte[15]=15;
		membyte[16]=16;
		membyte[17]=17;
		membyte[18]=18;
		membyte[19]=19;
		membyte[20]=20;
		membyte[21]=21;
		membyte[22]=22;
		membyte[23]=23;
		membyte[24]=24;
		membyte[25]=25;
		membyte[26]=26;
		membyte[27]=27;
		membyte[28]=28;
		membyte[29]=29;
		membyte[30]=30;
		membyte[31]=31;
end
wire [4:0] RA,RB;
wire [7:0] temp_B;
assign A=(mux_sel_a==2'b00)?reg_A:(mux_sel_a==2'b01)?ans_ex:(mux_sel_a==2'b10)?mux_ans_dm:ans_wb;
assign temp_B=(mux_sel_b==2'b00)?reg_B:(mux_sel_b==2'b01)?ans_ex:(mux_sel_b==2'b10)?mux_ans_dm:ans_wb;
assign B=(imm_sel==0)?temp_B:imm;
assign RA=ins[9:5];
assign RB=ins[4:0];
always@(posedge clk)	 
begin
		if(reset==1)	 
		begin
				reg_A<=membyte[RA];	 
				reg_B<=membyte[RB];	 
				membyte[RW_dm]<=mux_ans_dm;	 
		end
		else	 
		begin
				reg_A<=0;
				reg_B<=0;
		end
end										
endmodule  
[design/flow/constraint.sdc]
current_design Register_bank

set clk_period 2.6
set clk_io_pct 0.2

create_clock -name clk0 -period $clk_period [get_ports {clk}]

set non_clock_inputs [all_inputs -no_clocks]
set_input_delay [expr $clk_period * $clk_io_pct] -clock clk0 $non_clock_inputs
set_output_delay [expr $clk_period * $clk_io_pct] -clock clk0 [all_outputs]
[design/flow/config.mk]
export PLATFORM = sky130hd
export DESIGN_NAME = Register_bank
export DESIGN_NICKNAME = Register_bank
export VERILOG_FILES = /design/flow/design.v
export SDC_FILE = /design/flow/constraint.sdc
export NUM_CORES = 4
export LEC_CHECK = 1
export CORE_UTILIZATION = 50
[design/flow/run.sh]
#!/bin/bash
# OpenROAD 26Q1-2900-gdf79404cd8, Yosys 0.63+post, stock flow scripts
make -C /OpenROAD-flow-scripts/flow DESIGN_CONFIG=/design/flow/config.mk WORK_HOME=/design/flow/orfs finish
==> qor.txt <==
Yosys Instances -> 658
Pre-Repair DR Iteration Count -> 5
Layout Area Growth over Synthesis -> 18.38%
Min Clock Period, post-route -> 2559 ps
Fraction of layout cells with a size suffix above 1 -> 34.69%
Synth cell types -> 37
Final ANT Viol Nets -> 0
Vias post-DR -> 7,444
# setup viols final -> 0
Syn. warnings -> 1
PnR worst setup slack -> 40.59 ps
Largest net degree at the start of global routing -> 47
Endpoint type of the worst setup path -> primary output
Non-filler cells, final -> 1,145
GP Congestion -> 0.9060
Via/cell ratio -> 6.501
Critical path type -> input port to primary output
Antenna violations before repair -> 0
Rows -> 59
Clock transition at path regs -> 60 ps
CTS tree -> yes
Fmax -> 390.7 MHz
Min-Delay Path Class -> input port to flop
Total Wirelength -> 34,460 µm
Busiest grt layer -> met2
H-tree levels -> 1
Data required, critical path -> 2080 ps
Cells after synthesis -> 658
Seq/Total Area, Yosys -> 60.72%
Crit share post-route -> 98.44%
Post-detail-place hpwl -> 23,030 µm
Sw Share -> 21.07%
Routed len/inst -> 30.10 µm
Crit path max fanout -> 2
Latency at later pin -> 540 ps
Peak VDD IR -> 401.0 µV
Worst slew pin tran -> 474.9 ps
Lkg Pwr -> 5.308 nW
Gr ovfl total -> 0
Grt met1 use -> 41.60%
Avg Cell Area, Syn -> 20.04 µm²
Clock Sinks -> 272
Status -> complete, no violations
Port bufs -> 69
DRC -> 0
Sequential power share -> 48.8%
Logic cell area -> 4728 µm²
Post-synth area from yosys stat -> 13,190 µm²
Pre-CTS WS -> -291.7 ps
Placed Cells -> 1,092
Die width -> 164.4 µm
Total GRT Usage -> 29.86%
DR iter-0 viols -> 462
Async SR Flop Fraction -> 0%
First-pass GRT wire length -> 50,650 µm
Skew final -> 6.792 ps
Met3 usage -> 19.54%
Pint -> 7.914 mW
Post-synth top flop -> edfxtp_1
Final Slew Violations -> 0
Critical path startpoint category -> input port
RSZ-0062 raised after global routing -> false
Clk pwr share -> 41.2%
OpenROAD warning count -> 35
Flop area -> 8008 µm²
Syn Std Cell Area -> 13,190 µm²
I/O Pins -> 80
CTS buffer count -> 28
Sw power -> 2.113 mW
CTS root buffer -> clkbuf_16
FP Util -> 50.76%
Max Cap Viol -> 0
Longest Clk Path Bufs -> 3
Die height -> 164.4 µm
Rel. slew slack -> 68.28%
Core Area -> 25,980 µm²
Logic gate share of total power -> 10.1%
Grt met2 use -> 43.29%
Endpoints failing hold -> 0
Vias in the first global route -> 8,176
Antenna Cells -> 0
Count of library flops with an enable pin -> 256
Filler cells -> 1,843
Overall power -> 10.03 mW
Arr. time, crit path -> 2040 ps
Die area -> 27,030 µm²
Cell Pwr Density -> 642.3 nW/µm²
Post-synth regs -> 272
## power groups by stage
stage     Clock (mW)  Sequential (mW)  Combinational, mW
4_1_cts         4.19             4.89               1.01
5_1_grt         4.35             4.89               1.08
6_report        4.13             4.89               1.01
## through the flow
step	hold WS [ps]	TNS [ps]	utilization, %	area, µm²
final	447.1	0	60.08	15610
after floorplan	618.9	0	-	13190
after detailed placement	817.3	-2625	56.26	14620
after global placement	813.4	-2675	56.26	14620
after global routing	460.4	0	60.08	15610
after CTS	435.8	0	60.01	15590
## placed cells by master, fill, tap and decap left out, types with 2 or more instances in the layout
cell type	n
o21ai_1	6
mux2_2	45
nand2b_1	2
nand3b_1	5
clkinv_1	4
or2_2	2
clkbuf_8	2
buf_12	14
dlymetal6s2s_1	7
a221oi_1	6
clkdlybuf4s50_1	37
mux4_4	2
or2_1	3
nor2b_1	3
buf_4	67
nand2_1	10
o221ai_1	14
buf_2	3
a31oi_1	16
mux4_1	40
clkinv_2	4
nand3_1	2
clkbuf_1	5
bufinv_16	4
buf_6	6
dlygate4sd2_1	19
nor2_1	37
mux4_2	94
mux2i_1	19
a22oi_1	16
dfxtp_1	16
o221ai_2	2
o2111ai_1	2
or3b_2	3
clkbuf_16	30
edfxtp_1	256
## final timing paths
check | start | end | slack, ps | cells after the start
max | mux_ans_dm[0] | B[0] | 40 | 4
max reg2reg | membyte[13][1] | reg_B[1] | 720 | 4
min | mux_ans_dm[7] | membyte[16][7] | 450 | 2
min reg2reg | membyte[21][0] | reg_B[0] | 840 | 3
## layout make-up
| type | instances | share of cell area, % |
|---|---|---|
| clock buffer | 37 | 5.105 |
| clock inverter | 13 | 1.034 |
| inverter | 1 | 0.02404 |
| multi-input combinational | 333 | 30.29 |
| sequential | 272 | 51.29 |
| tap | 335 | 2.685 |
| timing repair buffer | 154 | 9.577 |
## flip-flops by register name, summed over array words and instances (netlist names)
| signal | flops |
|---|---|
| reg_B | 8 |
| membyte | 256 |
| reg_A | 8 |
## worst max-delay path, cell delays in order
cell             delay, ps
dlygate4sd2_1          330
mux4_2                 510
mux2_2                 270
clkdlybuf4s50_1        400
## layer usage
metal	wire, µm	up-vias
met5	69	-
met4	907	2
met3	5499	61
met2	16130	518
met1	11860	3714
li1	-	3149
## logic make-up after synthesis
family,share of synthesized area [%]
AND-OR/OR-AND,3.586
buffers and inverters,3.434
flip-flops,60.72
multiplexers,29.68
AND/OR/NAND/NOR,2.581
## synthesized netlist by cell type, types with 5 or more instances
cell,count,area share (%)
o221ai_1,14,0.93
dfxtp_1,16,2.4
buf_4,5,0.28
a22oi_1,16,0.91
clkbuf_1,10,0.28
edfxtp_1,256,58
mux2i_1,19,1.4
nand2_1,10,0.28
a221oi_1,6,0.40
mux4_2,94,16
a31oi_1,16,0.76
buf_12,6,0.91
mux2_2,45,3.8
mux4_1,40,8.0
o21ai_1,6,0.23
buf_6,11,0.94
nor2_1,37,1.1
nand3b_1,5,0.28
buf_2,12,0.46
## timing repair
item	in CTS	in global routing
endpoints found under the hold margin	0	0
setup buffers	2	1
cloned	0	0
resized	27	8
setup endpoints to repair	16	7
hold buffers	0	0
Power and IR drop assume default switching activity.
